## flow/config.mk

```make
export PLATFORM = sky130hd
export DESIGN_NAME = cabin_system_top
export DESIGN_NICKNAME = cabin_system_top
export VERILOG_FILES = /design/flow/design.v
export SDC_FILE = /design/flow/constraint.sdc
export NUM_CORES = 4
export LEC_CHECK = 1
export CORE_AREA = 10 10 114 114
export DIE_AREA = 0 0 124 124
```

## flow/constraint.sdc

```tcl
current_design cabin_system_top

set clk_period 2.9
set clk_io_pct 0.2

create_clock -name clk0 -period $clk_period [get_ports {clk}]

set non_clock_inputs [all_inputs -no_clocks]
set_input_delay [expr $clk_period * $clk_io_pct] -clock clk0 $non_clock_inputs
set_output_delay [expr $clk_period * $clk_io_pct] -clock clk0 [all_outputs]
```

## flow/design.v

```verilog
module cabin_moore_fsm (
    input  wire       clk,
    input  wire       reset_n,
    input  wire       en,             
    input  wire [2:0] flight_phase,
    input  wire       phase_stable,
    input  wire       fault_detected,
    input  wire       maintenance_mode,
    output reg        system_locked,
    output reg        seatbelt_force_on,
    output reg        lighting_force_en,
    output reg  [1:0] lighting_forced_mode,
    output reg        fault_alert,
    output reg  [3:0] state_debug
);
    localparam [3:0]
        S_GROUND          = 4'd0,
        S_TAXI            = 4'd1,
        S_TAKEOFF_LOCKED  = 4'd2,
        S_CLIMB           = 4'd3,
        S_CRUISE          = 4'd4,
        S_DESCENT         = 4'd5,
        S_LANDING_LOCKED  = 4'd6,
        S_FAULT_SAFE      = 4'd7,
        S_MAINTENANCE     = 4'd8;
    reg [3:0] state, next_state;
    always @(posedge clk) begin
        if (!reset_n)
            state <= S_GROUND;
        else if (!en)
            state <= state;  
        else
            state <= next_state;
    end
    always @(*) begin
        next_state = state;
        if (maintenance_mode)
            next_state = S_MAINTENANCE;
        else if (fault_detected)
            next_state = S_FAULT_SAFE;
        else if (!phase_stable) begin
            next_state = state;
        end else begin
            case (flight_phase)
                3'b000: next_state = S_GROUND;
                3'b001: next_state = S_TAXI;
                3'b010: next_state = S_TAKEOFF_LOCKED;
                3'b011: next_state = S_CLIMB;
                3'b100: next_state = S_CRUISE;
                3'b101: next_state = S_DESCENT;
                3'b110: next_state = S_LANDING_LOCKED;
                default: next_state = S_FAULT_SAFE;  
            endcase
        end
    end
    always @(*) begin
        system_locked        = 1'b0;
        seatbelt_force_on    = 1'b0;
        lighting_force_en    = 1'b0;
        lighting_forced_mode = 2'b01;  
        fault_alert          = 1'b0;
        case (state)
            S_GROUND: begin
                system_locked     = 1'b0;
                seatbelt_force_on = 1'b0;
                lighting_force_en = 1'b0;  
            end
            S_TAXI: begin
                system_locked     = 1'b0;  
                seatbelt_force_on = 1'b1;
                lighting_force_en = 1'b1;
                lighting_forced_mode = 2'b01;  
            end
            S_TAKEOFF_LOCKED: begin
                system_locked     = 1'b1;
                seatbelt_force_on = 1'b1;
                lighting_force_en = 1'b1;
                lighting_forced_mode = 2'b01;  
            end
            S_CLIMB: begin
                system_locked     = 1'b1;  
                seatbelt_force_on = 1'b1;
                lighting_force_en = 1'b1;
                lighting_forced_mode = 2'b01;  
            end
            S_CRUISE: begin
                system_locked     = 1'b0;
                seatbelt_force_on = 1'b0;    
                lighting_force_en = 1'b0;    
            end
            S_DESCENT: begin
                system_locked     = 1'b0;  
                seatbelt_force_on = 1'b1;
                lighting_force_en = 1'b1;
                lighting_forced_mode = 2'b01;  
            end
            S_LANDING_LOCKED: begin
                system_locked     = 1'b1;
                seatbelt_force_on = 1'b1;
                lighting_force_en = 1'b1;
                lighting_forced_mode = 2'b01;  
            end
            S_FAULT_SAFE: begin
                system_locked     = 1'b1;
                seatbelt_force_on = 1'b1;
                lighting_force_en = 1'b1;
                lighting_forced_mode = 2'b11;  
                fault_alert       = 1'b1;
            end
            S_MAINTENANCE: begin
                system_locked     = 1'b1;
                seatbelt_force_on = 1'b1;
                lighting_force_en = 1'b1;
                lighting_forced_mode = 2'b10;  
                fault_alert       = 1'b0;
            end
            default: begin
                system_locked     = 1'b1;
                seatbelt_force_on = 1'b1;
                lighting_force_en = 1'b1;
                lighting_forced_mode = 2'b11;
                fault_alert       = 1'b1;
            end
        endcase
    end
    always @(*) begin
        state_debug = state;
    end
endmodule
`timescale 1ns / 1ps
module cabin_system_top (
    input  wire       clk,
    input  wire       reset_n,
    input  wire [2:0] flight_phase,
    input  wire       seatbelt_cmd,
    input  wire       lighting_cmd,
    input  wire       maintenance_mode,
    input  wire       fault_detected,
    output wire       seatbelt_on,
    output wire [1:0] lighting_mode,
    output wire       system_locked,
    output wire       fault_alert,
    output wire       phase_stable,
    output wire [3:0] state_debug
);
    wire sys_en = ~maintenance_mode;
    phase_stabilizer #(.STABLE_CYCLES(6)) u_phase_stable (
        .clk(clk),
        .reset_n(reset_n),
        .en(sys_en),
        .flight_phase(flight_phase),
        .phase_stable(phase_stable)
    );
    wire fsm_locked;
    wire seatbelt_force_on;
    wire lighting_force_en;
    wire [1:0] lighting_forced_mode;
    cabin_moore_fsm u_fsm (
        .clk(clk),
        .reset_n(reset_n),
        .en(sys_en),
        .flight_phase(flight_phase),
        .phase_stable(phase_stable),
        .fault_detected(fault_detected),
        .maintenance_mode(maintenance_mode),
        .system_locked(fsm_locked),
        .seatbelt_force_on(seatbelt_force_on),
        .lighting_force_en(lighting_force_en),
        .lighting_forced_mode(lighting_forced_mode),
        .fault_alert(fault_alert),
        .state_debug(state_debug)
    );
    assign system_locked = fsm_locked;
    wire allow_cmds = sys_en && phase_stable && !fsm_locked;
    wire seatbelt_pulse;
    wire lighting_pulse;
    command_latch u_cmds (
        .clk(clk),
        .reset_n(reset_n),
        .allow_cmds(allow_cmds),
        .seatbelt_cmd(seatbelt_cmd),
        .lighting_cmd(lighting_cmd),
        .seatbelt_pulse(seatbelt_pulse),
        .lighting_pulse(lighting_pulse)
    );
    reg seatbelt_state;
    always @(posedge clk) begin
        if (!reset_n) begin
            seatbelt_state <= 1'b1;  
        end else if (!sys_en) begin
            seatbelt_state <= seatbelt_state;  
        end else begin
            if (seatbelt_force_on)
                seatbelt_state <= 1'b1;
            else if (seatbelt_pulse)
                seatbelt_state <= ~seatbelt_state;  
        end
    end
    assign seatbelt_on = seatbelt_state;
    reg [1:0] lighting_state;
    wire lighting_delay_done;
    lighting_transition_timer #(.DELAY_CYCLES(5)) u_light_delay (
        .clk(clk),
        .reset_n(reset_n),
        .en(sys_en),
        .start(lighting_pulse),
        .done(lighting_delay_done)
    );
    always @(posedge clk) begin
        if (!reset_n) begin
            lighting_state <= 2'b01;  
        end else if (!sys_en) begin
            lighting_state <= lighting_state;  
        end else begin
            if (lighting_force_en) begin
                lighting_state <= lighting_forced_mode;
            end else begin
                if (lighting_delay_done) begin
                    case (lighting_state)
                        2'b00: lighting_state <= 2'b01;  
                        2'b01: lighting_state <= 2'b10;  
                        2'b10: lighting_state <= 2'b00;  
                        default: lighting_state <= 2'b00;
                    endcase
                end
            end
        end
    end
    assign lighting_mode = lighting_state;
endmodule
module command_latch (
    input  wire clk,
    input  wire reset_n,
    input  wire allow_cmds,         
    input  wire seatbelt_cmd,       
    input  wire lighting_cmd,       
    output wire seatbelt_pulse,     
    output wire lighting_pulse      
);
    reg seatbelt_prev;
    reg lighting_prev;
    always @(posedge clk) begin
        if (!reset_n) begin
            seatbelt_prev <= 1'b0;
            lighting_prev <= 1'b0;
        end else if (allow_cmds) begin
            seatbelt_prev <= seatbelt_cmd;
            lighting_prev <= lighting_cmd;
        end
    end
    assign seatbelt_pulse = allow_cmds && seatbelt_cmd && !seatbelt_prev;
    assign lighting_pulse = allow_cmds && lighting_cmd && !lighting_prev;
endmodule
module lighting_transition_timer #(
    parameter integer DELAY_CYCLES = 5
)(
    input  wire clk,
    input  wire reset_n,
    input  wire en,           
    input  wire start,        
    output reg  done          
);
    reg [3:0] count;
    reg       running;
    always @(posedge clk) begin
        if (!reset_n) begin
            count   <= 4'b0000;
            running <= 1'b0;
            done    <= 1'b0;
        end else if (!en) begin
            count   <= count;
            running <= running;
            done    <= 1'b0;
        end else begin
            done <= 1'b0;
            if (start && !running) begin
                running <= 1'b1;
                count   <= 4'b0000;
            end else if (running) begin
                if (count == (DELAY_CYCLES-1)) begin
                    running <= 1'b0;
                    done    <= 1'b1;
                end else begin
                    count <= count + 4'b0001;
                end
            end
        end
    end
endmodule
module phase_stabilizer #(
    parameter integer STABLE_CYCLES = 6   
)(
    input  wire       clk,
    input  wire       reset_n,
    input  wire       en,                  
    input  wire [2:0] flight_phase,
    output reg        phase_stable
);
    reg [2:0] last_phase;
    reg [3:0] count;        
    reg       counting;
    always @(posedge clk) begin
        if (!reset_n) begin
            last_phase   <= 3'b000;
            count        <= 4'b0000;
            counting     <= 1'b0;
            phase_stable <= 1'b1;   
        end else if (!en) begin
            last_phase   <= last_phase;
            count        <= count;
            counting     <= counting;
            phase_stable <= phase_stable;
        end else begin
            if (flight_phase != last_phase) begin
                last_phase   <= flight_phase;
                count        <= 4'b0000;
                counting     <= 1'b1;
                phase_stable <= 1'b0;
            end else if (counting) begin
                if (count == (STABLE_CYCLES-1)) begin
                    counting     <= 1'b0;
                    phase_stable <= 1'b1;
                end else begin
                    count        <= count + 4'b0001;
                    phase_stable <= 1'b0;
                end
            end else begin
                phase_stable <= 1'b1;
            end
        end
    end
endmodule
```

## flow/run.sh

```bash
#!/bin/bash
# OpenROAD 26Q1-2900-gdf79404cd8, Yosys 0.63+post, stock flow scripts
make -C /OpenROAD-flow-scripts/flow DESIGN_CONFIG=/design/flow/config.mk WORK_HOME=/design/flow/orfs finish
```

==> flow_metrics.py <==
# Synthesis and PnR figures
metrics = {
    "run_status": {
        "outcome": "complete, no violations",
    },
    "run": {
        "openroad.warnings": 27,
        "maxCapViolations": 0,
    },
    "power": {
        "seq_power_share": 0.544,
        "p_leak_nw": 0.569,
        "p_int_w": 0.000546,
        "clkPwrFrac": 0.322,
        "p_per_area_nw_per_um2": 458,
        "switching_power_w": 0.000168,
        "p_comb_frac": 0.135,
        "vdd_drop_max_mv": 0.238,
        "swShare": 0.236,
    },
    "clock_tree": {
        "cts_buffer_depth": 2,
        "clk_latency_ns": 0.27,
        "clk_transition_reported_paths_ns": 0.09,
        "cts_tree": "yes",
        "htreeDepth": 1,
        "numCtsBuffers": 3,
        "post_cts_buffers": 0,
        "cts_sinks": 26,
        "cts_resized": 0,
        "cts_root_buf": "clkbuf_8",
        "cts_hold_buf": 0,
    },
    "yosys": {
        "synth-seq-cells": 26,
        "synthArstFlopShare": 0,
        "yosysTopAreaCell": "dfxtp_1",
        "netlist_area_um2": 1180,
        "common_cells": "dfxtp_1 (26), nor2_1 (20), a21oi_1 (7), nand3_1 (7), xor2_1 (7)",
        "synthMostInstantiatedCell": "dfxtp_1",
        "ys_area_um2": 1180,
        "synth_cell_types": 38,
        "ff_type": "dfxtp_1",
        "syn-mean-instance-area_um2": 9.28,
        "synth_cells": 127,
        "ys_seq_share": 0.442,
        "ys_cells": 127,
        "top_area_frac": 0.442,
        "synth_warnings": 5,
        "top_cells_by_area": "dfxtp_1 (44%), nor2_1 (6.4%), xor2_1 (5.2%)",
        "edf_count": 0,
    },
    "timing": {
        "hold_viol": 0,
        "finalClockSkew_ns": 0.00341,
        "finalClockPeriodUsage": 0.661,
        "rsz0062_at_grt": "no",
        "slew_violations": 0,
        "max_freq_ghz": 0.522,
        "period_minus_slack_ns": 1.92,
        "tns_ns": 0,
        "hold_slack_ns": 0.468,
        "setup_viol": 0,
    },
    "cells_and_area": {
        "drive_gt1_frac": 0.117,
        "area_growth_syn_to_layout_pct": 32.4,
        "final_area_um2": 1560,
    },
    "grt": {
        "grt_max_degree": 15,
        "grt_pass1_wl_um": 4440,
        "met3_usage": 0.00643,
        "use_met2": 0.0503,
        "grt.total_usage": 0.0353,
        "top_usage_layer": "met1",
        "met1_usage": 0.0548,
        "grt_pass1_vias": 830,
        "antenna_found_initial": 0,
        "grt_remaining_overflow": 0,
    },
    "die": {
        "die_h_um": 124,
        "row_count": 37,
        "ios": 19,
        "fp-utilization": 0.113,
        "dieWidth_um": 124,
        "core_area_um2": 10400,
        "chipArea_um2": 15400,
    },
    "setup_path": {
        "worstPathMaxFanout": 13,
        "r2r_start": "u_phase_stable.phase_stable$_SDFFE_PN1N_",
        "end_kind": "flop",
        "critPathMostFrequentCell": "nand3_1",
        "crit_cells": 6,
        "path_buffers": 2,
        "slowest_stage": "clkdlybuf4s50_1",
        "endpoint": "u_light_delay.count[1]$_SDFFE_PN0P_",
        "crit_family": "buffers and inverters",
        "cp.arrival_ns": 2.06,
        "rr_worst_depth": 3,
        "required_ns": 3.05,
        "cp-startpoint": "maintenance_mode",
        "critPathKind": "input port to flop",
        "worstReg2RegEnd": "lighting_forced_mode[1]$_SDFF_PN0_",
        "rrSetupSlack_ns": 1.54,
        "cp_cell_sequence": "clkdlybuf4s50_1 -> buf_4 -> nor3b_2 -> nand3_1 -> nand3_1 -> a21oi_1",
        "start_kind": "input port",
        "max_stage_delay_ns": 0.54,
    },
    "worst_hold_path": {
        "hold_path_class": "flop to flop",
    },
    "place": {
        "placed_area_um2": 1510,
        "hpwl_um": 2030,
        "place.gp.congestion": 0.756,
        "portBuffers": 17,
    },
    "route": {
        "vias": 876,
        "firstDrtPassIters": 4,
        "wl_per_cell_um": 9.31,
        "routed_via_density": 3.12,
        "n_antenna_cell": 0,
        "final_antenna_net_count": 0,
        "drc": 0,
        "drt_iter0_markers": 37,
        "wl_um": 2620,
    },
}
## sequential cells by signal, summed over array words and instances, names as in the netlist
| signal | count |
|---|---|
| fsm_locked | 1 |
| lighting_forced_mode | 1 |
| lighting_state | 2 |
| seatbelt_force_on | 1 |
| seatbelt_state | 1 |
| u_cmds.lighting_prev | 1 |
| u_cmds.seatbelt_prev | 1 |
| u_fsm.state | 3 |
| u_light_delay.count | 4 |
| u_light_delay.done | 1 |
| u_light_delay.running | 1 |
| u_phase_stable.count | 4 |
| u_phase_stable.counting | 1 |
| u_phase_stable.last_phase | 3 |
| u_phase_stable.phase_stable | 1 |
## metal layers
layer  vias to the layer above  share of wire
met1                       392           0.57
li1                        462              -
met5                         -              0
met4                         0          0.015
met3                         4          0.028
met2                        18           0.39
## worst min-delay path by stage
stage	slack, ns	depth (start not counted)	start	endpoint
5_1_grt	0.49	2	u_phase_stable.counting$_SDFFE_PN0N_	u_phase_stable.counting$_SDFFE_PN0N_
6_report	0.47	2	u_phase_stable.counting$_SDFFE_PN0N_	u_phase_stable.counting$_SDFFE_PN0N_
4_1_cts	0.47	2	u_phase_stable.counting$_SDFFE_PN0N_	u_phase_stable.counting$_SDFFE_PN0N_
## kinds of logic after synthesis
| family | after synthesis | synth area share |
|---|---|---|
| flip-flops | 26 | 0.442 |
| adder cells (fa/ha/maj) | 4 | 0.0425 |
| buffers and inverters | 12 | 0.0435 |
| AND-OR/OR-AND | 20 | 0.128 |
| XOR/XNOR | 9 | 0.0669 |
| other | 1 | 0.00318 |
| AND/OR/NAND/NOR | 50 | 0.231 |
| multiplexers | 5 | 0.0425 |
## per-stage QoR
step / std cells / total power, W / setup WS [ns] / util
global route: 281 / 0.000751 / 0.859 / 0.150
global placement: 277 / 0.000494 / 0.766 / 0.145
CTS: 281 / 0.000724 / 0.989 / 0.150
finish: 281 / 0.000715 / 0.983 / 0.150
floorplan: 127 / 0.000450 / 1.45 / -
detailed placement: 277 / 0.000494 / 0.722 / 0.145
## final cells by class
type / instances / area (µm²)
clock buffer: 4 / 55.1
fill: 1177 / 8860
inverter: 8 / 30.0
multi-input combinational: 89 / 607
sequential: 26 / 520
tap: 136 / 170
timing repair buffer: 18 / 178
## cell usage in the layout (no fill, tap or decap), drive strengths merged
master and instances:
nor3b 2, ha 4, and3 2, inv 8, nand4b 1, o22ai 3
nand3b 2, or3b 1, o41ai 1, nand2b 1, conb 1, nor4bb 1
o21ai 6, and2 2, xnor2 2, nand3 7, nor3 2, buf 1
dfxtp 26, nor2 21, mux2i 5, xor2 7, a21o 2, nand4bb 1
clkdlybuf4s50 17, clkbuf 4, a21oi 7, o221ai 1, nor2b 2, nand2 5
## worst min-delay path, cell delays in order, from the launching register on
cell and delay, ns:
dfxtp_1 0.33, inv_1 0.05, a21oi_1 0.05
## power groups by stage
stage                 Combinational (W)  Sequential, W  Clock [W]
final                         0.0000962       0.000389   0.000230
after global routing           0.000109       0.000392   0.000251
after CTS                     0.0000976       0.000389   0.000238
Power figures rest on the tool's default switching activity, not on a simulated workload.

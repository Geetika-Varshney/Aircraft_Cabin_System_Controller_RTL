File: config.mk
export PLATFORM = sky130hd
export DESIGN_NAME = counter4_en
export DESIGN_NICKNAME = counter4_en
export VERILOG_FILES = /design/flow/design.v
export SDC_FILE = /design/flow/constraint.sdc
export NUM_CORES = 4
export LEC_CHECK = 1
export CORE_AREA = 10 10 70 70
export DIE_AREA = 0 0 80 80
File: constraint.sdc
current_design counter4_en

set clk_period 1.0
set clk_io_pct 0.2

create_clock -name clk0 -period $clk_period [get_ports {clk}]

set non_clock_inputs [all_inputs -no_clocks]
set_input_delay [expr $clk_period * $clk_io_pct] -clock clk0 $non_clock_inputs
set_output_delay [expr $clk_period * $clk_io_pct] -clock clk0 [all_outputs]
File: design.v
module counter4_en (
    input  wire       clk,
    input  wire       reset_n,
    input  wire       en,
    output reg  [3:0] q
);
    always @(posedge clk) begin
        if (!reset_n)
            q <= 4'b0000;
        else if (en)
            q <= q + 4'b0001;
        else
            q <= q;  
    end
endmodule
File: run.sh
#!/bin/bash
# OpenROAD 26Q1-2900-gdf79404cd8, Yosys 0.63+post, stock flow scripts
make -C /OpenROAD-flow-scripts/flow DESIGN_CONFIG=/design/flow/config.mk WORK_HOME=/design/flow/orfs finish
==> GITHUB_STEP_SUMMARY <==
### Yosys + OpenROAD results

| Metric | Value |
|---|---|
| First-pass GRT wire length | between 900 and 1000 um |
| Max Clk Rate | 988 MHz |
| Chip Area, Yosys | about 180 um2 |
| Leak pwr | approximately 0.16 nW |
| Mean number of vias per cell | 2.43 |
| Most frequent cells in the layout | 5 x buf_4, 3 x clkbuf_4 |
| Initial antenna violation count | 0 |
| Mapped Area | 176 um2 |
| Final Hold Viols | 0 |
| Avg Synthesized Cell Area | 11.0 um2 |
| Syn. warnings | 1 |
| Status | finished with violations |
| Area grow syn2layout | 112% |
| GP Congestion | 0.698 |
| Worst clock skew | 0.00390 ns |
| Htree depth | 1 |
| Post-Synthesis Cells | 16 |
| PortBufs | 6 |
| Fraction of layout cells with a size suffix above 1 | 51.6% |
| Failing checks | setup timing |
| Worst r2r dst | q[2] |
| Routed WL per cell | 7.55 um |
| Clock Sinks | 4 |
| #FFs+latches synth | 4 |
| Kind of critical path | reg2reg |
| Final worst-path cycle share | 101% |
| Critical path buffers and inverters | 1 |
| Sequential share of the synthesized area | 45.4% |
| Yosys cell count | 16 |
| CP delay by family, top | flip-flops |
| Vias in the first global route | ~210 |
| Critical path launch point | q[1] |
| CTS Buffer Depth | 2 |
| Root Driver | clkbuf_4 |
| Setup crit end | q[2] |
| Total wire length | 581 um |
| Critical path capture point type | flip-flop |
| Max Slew Vio Count | 0 |
| Cts hold-fix bufs | 0 |
| R2r setup slk | -0.01 ns |
| Rows | 21 |
| Setup WS post-layout | -0.0118 ns |
| Max reg flops | 4 |
| Power Dens Cells | 1210 nW/um2 |
| Crit. path cell count | 4 |
| Die height | 80 um |
| Critical path startpoint category | flip-flop |
| Core ar. | 3420 um2 |
| Commonest Layout Cell | buf_4 |
| Largest regs | q: 4 flops |
| Ant diodes | 0 |
| Count of tool warnings | 27 |
| Minimum clock period | 1.01 ns |
| Die width | ~80 um |
| CTS tree | yes |
| Final setup viols | 1 |
| RSZ-0062 raised after global routing | true |
| WHS Path Cells | 3 |
| Synth cell types | 12 |
| Worst Path Required | 1.13 ns |
| Dpl cells | about 71 |
| Worst IR drop on VDD | 739 uV |
| Reg2reg start | q[1] |
| Worst slew pin tran | 0.223 ns |
| Max-cap violations | 0 |
| Final Util | a little over a tenth |
| DR vias | 187 |
| Hold Slack | 0.594 ns |
| WP data arrival | 1.14 ns |
| Largest net degree at the start of global routing | 6 |
| Post-detailed-route count of antenna-violating nets | 0 |
| Total clock buffers created by CTS | 3 |
| Worst slack, placed | -0.245 ns |
| CP Max Fanout | 2 |
| Final setup TNS | -0.0118 ns |
| Critical Path Slowest Stage Cell | dfxtp_2 |
| Register with the most flip-flops | q |
| CP peak stage delay | between 0.3 and 0.4 ns |
| Congestion Overflow GR | 0 |
| Drt pass-1 iters | 2 |
| Total GRT Usage | under 10% |
| R2R depth | 4 |
| Clock-pin slew on the worst setup and hold paths | 0.04 ns |
| Ports | 7 |
| Init Core Util | 5.16% |
| Worst rel slew slack | 85.1% |
| Critical Path, Cell by Cell | buf_6 > ha_4 > and3b_2 > o21a_1 |
| Worst hold path class | reg2reg |
| Detailed Route Iter0 Violations | 1 |
| Detailed-route DRC error count | 0 |
| Insertion Delay late pin | between 0.2 and 0.25 ns |
| Die Footprint | 6400 um2 |
| Finished Layout Cells | 77 |
==> logic make-up (layout without fill, tap and decap cells) <==
logic type | Yosys count | after routing | synth area share, %
muxes | 2 | 2 | 11.3
xor gates and xnor gates | 1 | 1 | 4.97
adders and majority gates | 1 | 1 | 7.09
and+or+nand+nor | 6 | 6 | 22.7
AOI/OAI and AO/OA | 2 | 2 | 8.51
buffers and inverters | 0 | 15 | 0
DFF | 4 | 4 | 45.4
==> worst min-delay path by stage <==
| stage | startpoint | to | slack [ns] |
|---|---|---|---|
| 4_1_cts | q[3] | q[3] | 0.60 |
| 5_1_grt | q[3] | q[3] | 0.64 |
| 6_report | q[3] | q[3] | 0.59 |
==> per-stage QoR <==
stage | power [mW] | area (um2)
2_1_floorplan | 0.196 | 176
4_1_cts | 0.457 | 370
3_3_place_gp | 0.238 | 317
5_1_grt | 0.491 | 374
3_5_place_dp | 0.242 | 317
6_report | 0.453 | 374
==> synth_stat cells, drive strengths merged <==
library cell,n,share of area [%]
a21boi,1,4.3
and3b,1,5.7
and2,1,3.5
dfxtp,4,45
nand4,1,3.5
nand2,1,2.1
nor2b,1,3.5
ha,1,7.1
o21a,1,4.3
mux2i,2,11
xor2,1,5.0
or2b,1,4.3
==> routing by layer <==
metal | global-route usage, % | share of wire, %
met4 | 0.352 | 0
met5 | 0 | 0
met1 | 2.39 | 52
met2 | 2.33 | 33
met3 | 2.16 | 14
==> power breakdown <==
part           switching (mW)  total, mW  internal [mW]
Combinational          0.0262     0.0751         0.0489
Clock                  0.0646      0.199          0.134
Sequential            0.00884      0.179          0.171
Total                  0.0996      0.453          0.354
==> timing repair <==
item                       in CTS  in global routing
setup buffers                   2                  1
pin swaps                       0                  0
resized                        11                  6
setup endpoints to repair       5                  5
cloned                          0                  0
==> layout make-up <==
cell class	count	area (um2)
fill	400	3040
clock buffer	3	22.5
tap	46	57.6
timing repair buffer	12	98.8
sequential	4	86.3
multi-input combinational	12	109
==> worst min-delay path: stages, from the launching register on <==
cell,delay [ns]
dfxtp_2,0.31
buf_4,0.12
nand2_1,0.05
mux2i_1,0.06
Power and IR drop assume default switching activity.
